### /design/flow/run.sh
#!/bin/bash
# OpenROAD 26Q1-2900-gdf79404cd8, Yosys 0.63+post, stock flow scripts
make -C /OpenROAD-flow-scripts/flow DESIGN_CONFIG=/design/flow/config.mk WORK_HOME=/design/flow/orfs finish
### /design/flow/config.mk
export PLATFORM = sky130hd
export DESIGN_NAME = layer1
export DESIGN_NICKNAME = layer1
export VERILOG_FILES = /design/flow/design.v
export SDC_FILE = /design/flow/constraint.sdc
export NUM_CORES = 4
export LEC_CHECK = 1
export CORE_AREA = 10 10 70 70
export DIE_AREA = 0 0 80 80
### /design/flow/constraint.sdc
current_design layer1

set clk_period 2.3
set clk_io_pct 0.2

create_clock -name clk0 -period $clk_period [get_ports {clk}]

set non_clock_inputs [all_inputs -no_clocks]
set_input_delay [expr $clk_period * $clk_io_pct] -clock clk0 $non_clock_inputs
set_output_delay [expr $clk_period * $clk_io_pct] -clock clk0 [all_outputs]
### /design/flow/design.v
module layer1(rq, ak, Din, Dout, En, Rd, clk);
    input ak, Din, En, clk;
    output reg rq, Dout, Rd;
    reg [2:0] state;
    always @(posedge clk) begin
        case (state)
            3'b000:
                if (En) state <= 3'b001;
                else    state <= 3'b000;
            3'b001: begin
                Dout <= Din;
                Rd <= 0;
                state <= 3'b010;
            end
            3'b010: begin
                rq <= 1;
                state <= 3'b011;
            end
            3'b011:
                if (ak) state <= 3'b100;
                else    state <= 3'b011;
            3'b100:
                if (ak) state <= 3'b100;
                else    state <= 3'b101;
            3'b101: begin
                rq <= 0;
                Rd <= 1;
                state <= 3'b000;
            end
        endcase
    end
    initial begin
        state <= 3'b000;
        rq <= 0;
        Dout <= 0;
        Rd <= 1;
    end
endmodule
==> reports/qor.txt <==
Outcome = completed
Die width = 80 um
Clock transition at path regs = 0.04 ns
Synth warn = 1
Net switching power = 139.2 uW
Syn avg cell area = 11.56 sq um
Gpl congestion = 0.7120
Post-synthesis register bit count = 6
GR Overflow Total = 0
Synth cell count leaders = edfxtp_1 (6), nand2_1 (5), nand2b_1 (2), nor2b_1 (2), o21ai_0 (2)
Final setup fails = 0
Sequential share of power = 0.508
Critical R2R Capture = state[0]
CTS tree = built
Distinct lib cells = 13
Via count of the first global-routing pass = 197
Crit path launch type = flop
Top delay family on crit path = buffers and inverters
# diodes = 0
Worst path max stage delay = 0.46 ns
Die Span Y = 80 um
DP Area = 406.6 sq um
Total chip power = 461.6 uW
Design Area, Final = 429.2 sq um
R2R Setup Slk = 1.04 ns
Top cells by area = edfxtp_1 (62%), nand2_1 (6.5%), nor2b_4 (4.8%)
Count of final hold-check violations = 0
Sw Ratio = 0.3015
Req. time, crit path = 1.84 ns
Reg2reg start = state[2]
Layout cell share with drive strength beyond 1 = 0.1471
Via count = 211
Initial Util = 0.08462
Cell type with the largest total area after synthesis = edfxtp_1
Final setup TNS = 0 ns
F_max = 673.9 MHz
RSZ-0062 raised after global routing = no
Slew @ Worst Pin = 0.2853 ns
I/O pin cnt = 7
Max VDD drop = 234.2 uV
Max Cap Violations = 0
WL/cell = 6.713 um
R2R depth = 3
Latest clock arrival within the worst-skew pair = 0.25 ns
Via density = 2.638
Logic area = 105.1 sq um
Crit-path max FO = 1
PortBufs = 6
Seq share, synth = 0.6234
Yosys Instances = 25
Leakage power = 0.1501 nW
Yosys stat area = 289.0 sq um
Critical-path cell list = clkdlybuf4s50_1
Register area = 180.2 sq um
Crit path depth = 1
Ys flop type = edfxtp_1
Area growth syn-to-layout = 48.49%
Clk buf depth = 2
Power per Cell Area = 1076 nW/um^2
Clock skew = 0.005130 ns
Min cycle time layout = 1.484 ns
Largest net degree at the start of global routing = 10
Clock share of power = 0.207
End point of the critical path = Rd
H-tree lvl count = 1
Worst hold path type = flop to flop
Iteration tally of the first detailed-router pass = 3
Iter 0 DRT Violations = 16
Fill cell count = 388
HPWL after detailed placement = 406.7 um
Share of the synthesized area in the top cell type = 0.6234
Gate Count Post-Synth = 25
Count of antenna-violating nets left after detailed routing = 0
Cycle use final = 0.6452
Global Route Usage Sum = 0.01772
Count leader, synth = edfxtp_1
Clk root buf = clkbuf_4
Critical Path AT = 1.02 ns
Tool Warnings = 25
Slew headroom = 0.8098
CTS Sinks = 6
Cell row count = 21
Drt drc = 0
Crit end category = primary output
Critical path type = flop to primary output
Hold-fix buffers, CTS = 0
Post-CTS setup buffers = 0
Slowest stage cell, crit path = clkdlybuf4s50_1
Critical Path Source = Rd
Logic pwr share = 0.284
CP bufs+invs = 1
Final slew viol count = 0
First-pass GRT wire length = 821 um
Post_cts resized = 0
Power Internal = 322.4 uW
Number of flops mapped to enable cells by yosys = 6
Initial antenna violation count = 0
Syn Std Cell Area = 289.0 sq um
Synth async-reset ratio = 0
Inserted Clock Buffers = 3
Full die area = 6400 sq um
Routed Wire Length = 537 um
Core area = 3416 sq um
==> worst min-delay path by stage <==
stage / start / to / slack (ns) / cells past startpoint
finish: state[0] / state[0] / 0.70 / 1
global route: state[0] / state[0] / 0.71 / 1
CTS: state[0] / state[0] / 0.68 / 1
==> cells in the final DEF (no fill, tap or decap) <==
cell type	n
edfxtp_1	6
clkdlybuf4s50_1	6
nand2_1	5
clkbuf_4	3
nand2b_1	2
nor2b_1	2
o21ai_0	2
nor2b_4	1
inv_1	1
and2b_2	1
o32ai_1	1
a21oi_1	1
and3_1	1
nor2_1	1
nor3_1	1
==> per-layer routing <==
layer  vias up  GRT usage  share of wire
li1        106          -              -
met3         3    0.02727           0.27
met4         0   0.003521          0.020
met2        10    0.02408           0.32
met1        92    0.01356           0.39
met5         -          0              0
==> flip-flops by register name, indices dropped and copies added (netlist names) <==
name   count
Dout       1
rq         1
Rd         1
state      3
==> stage by stage <==
step | utilization | cells | setup slack (ns) | hold WS, ns
6_report | 0.1256 | 80 | 0.8160 | 0.7023
5_1_grt | 0.1256 | 80 | 0.7502 | 0.7128
4_1_cts | 0.1256 | 80 | 0.7979 | 0.6848
3_5_place_dp | 0.1190 | 77 | 0.6938 | 0.6820
3_3_place_gp | 0.1190 | 77 | 0.7346 | 0.6572
2_1_floorplan | - | 25 | 1.146 | 0.5589
==> power by group through the flow <==
stage | sequential, mW | combinational [mW] | clock [mW]
CTS | 0.234 | 0.132 | 0.0993
global route | 0.246 | 0.145 | 0.107
finish | 0.235 | 0.131 | 0.0958
==> final cells by class <==
| class | instances | share of cell area |
|---|---|---|
| timing repair buffer | 6 | 0.1399 |
| sequential | 6 | 0.4198 |
| clock buffer | 3 | 0.05248 |
| tap | 46 | 0.1341 |
| inverter | 1 | 0.008746 |
| multi-input combinational | 18 | 0.2449 |
==> cell families (layout without fill, tap and decap cells) <==
kind of cell    Yosys count  in the layout  synth area share
simple gates             14             14            0.2814
flops                     6              6            0.6234
compound gates            4              4           0.08224
buf+inv                   1             10           0.01297
Power and IR drop assume default switching activity.
