## ./config.mk

```make
export PLATFORM = sky130hd
export DESIGN_NAME = Layer3
export DESIGN_NICKNAME = Layer3
export VERILOG_FILES = /design/flow/design.v
export SDC_FILE = /design/flow/constraint.sdc
export NUM_CORES = 4
export LEC_CHECK = 1
export CORE_AREA = 10 10 79 79
export DIE_AREA = 0 0 89 89
```

## ./constraint.sdc

```tcl
current_design Layer3

set clk_period 1.8
set clk_io_pct 0.2

create_clock -name clk0 -period $clk_period [get_ports {clk}]

set non_clock_inputs [all_inputs -no_clocks]
set_input_delay [expr $clk_period * $clk_io_pct] -clock clk0 $non_clock_inputs
set_output_delay [expr $clk_period * $clk_io_pct] -clock clk0 [all_outputs]
```

## ./design.v

```verilog
module Layer3(
  input wire clk,
  input wire reset,
  input wire RD,
  input wire doneL2,
  output reg [7:0] PW,
  output reg [7:0] Dout,
  output reg goL2
);
  wire [2:0] state0 = 3'd0;   
  wire [2:0] state1 = 3'd1;   
  wire [2:0] state2 = 3'd2;   
  wire [2:0] state3 = 3'd3;   
  wire [2:0] state4 = 3'd4;   
  wire [2:0] state5 = 3'd5;   
  wire [2:0] state6 = 3'd6;   
  reg [2:0] state, next_state;
  always @(posedge clk or posedge reset) begin
    if (reset) begin
      state <= state0;
      PW <= 0;
    end 
    else begin
      state <= next_state;
      if (state == state6)
        PW <= PW + 1;
    end
  end
  always @(*) begin
    next_state = state;   
    case (state)
      state0: begin   
        next_state = state1;   
      end
      state1: begin   
        if (RD == 1)
          next_state = state2;   
        else
          next_state = state1;   
      end
      state2: begin   
        next_state = state3;   
      end
      state3: begin   
        next_state = state4;   
      end
      state4: begin   
        if (doneL2 == 1)
          next_state = state5;   
        else
          next_state = state4;   
      end
      state5: begin   
        if (RD == 1)
          next_state = state6;   
        else
          next_state = state1;   
      end
      state6: begin   
        next_state = state1;   
      end
    endcase
  end
  always @(*) begin
    Dout = 0;
    goL2 = 0;
    case (state)
      state2: begin   
        Dout = PW;
      end
      state3, state4: begin   
        goL2 = 1;
      end
    endcase
  end
endmodule
```

## ./run.sh

```bash
#!/bin/bash
# OpenROAD 26Q1-2900-gdf79404cd8, Yosys 0.63+post, stock flow scripts
make -C /OpenROAD-flow-scripts/flow DESIGN_CONFIG=/design/flow/config.mk WORK_HOME=/design/flow/orfs finish
```

==> impl_metrics.env <==
# physical design summary
export IMPL_slew_viol_final=0
export IMPL_cap_violations=0
export IMPL_place_congestion=0.715
export IMPL_rows=25
export IMPL_ys_flops=15
export IMPL_fin_setup_tns_ps=0
export IMPL_use_met1_pct=4.59
export IMPL_core_area_mm2=0.00466
export IMPL_use_met3_pct=3.49
export IMPL_clk_path_buf_depth=2
export IMPL_vias=439
export IMPL_synth_cells=54
export IMPL_status="finished, final reports clean"
export IMPL_slew_headroom_pct=62.4
export IMPL_io_buffer_count=20
export IMPL_die_area_mm2=0.00792
export IMPL_grt_pass1_wl_mm=2.13
export IMPL_clk_latency_ps=240
export IMPL_grt_max_degree=16
export IMPL_use_met2_pct=4.39
export IMPL_max_freq_mhz=591
export IMPL_ctsHtreeMaxLevel=1
export IMPL_wl_per_cell_um=10.8
export IMPL_die_h_um=89
export IMPL_power_density_mw_per_mm2=1050
export IMPL_hold_violations=0
export IMPL_ys_seq_share_pct=59.1
export IMPL_setup_violations=0
export IMPL_drcViolationCount=0
export IMPL_fin_worst_skew_ps=3.24
export IMPL_antennaDiodeCount=0
export IMPL_ant_nets=0
export IMPL_crit_required_ps=1440
export IMPL_period_used_pct=94.0
export IMPL_vdd_drop_max_v=0.000663
export IMPL_lay_top_cells="20 x clkdlybuf4s50_1, 13 x dfrtp_1, 11 x and2_1"
export IMPL_drive_gt1_share_pct=10.4
export IMPL_fill_cells=495
export IMPL_io_pins=21
export IMPL_rsz0062_at_grt="false"
export IMPL_regArea_um2=378
export IMPL_layout_top_cell="clkdlybuf4s50_1"
export IMPL_arrival_ps=1330
export IMPL_fin_crit_ps=1690
export IMPL_worst_pin_slew_ps=564
export IMPL_worstSetupEndpointType="output pin"
export IMPL_avgSynthCellArea_um2=11.8
export IMPL_crit_type="reg2out"
export IMPL_p_leak_nw=0.401
export IMPL_busiest_layer="met1"
export IMPL_grt_pass1_vias=433
export IMPL_ys_chip_area_um2=637
export IMPL_die_w_um=89
export IMPL_min_delay_path_class="reg2reg"
export IMPL_cts_setup_buffers=0
export IMPL_overflow=0
export IMPL_cts_inserted_buffers=3
export IMPL_first_pass_iters=2
export IMPL_grt_usage_pct=3.56
export IMPL_root_buffer="clkbuf_8"
export IMPL_final_cells=131
export IMPL_initCoreUtil_pct=13.7
export IMPL_numClockSinks=15
export IMPL_initialDrtViolationCount=40
export IMPL_ys_types=18
export IMPL_netlist_area_um2=637
export IMPL_wl_mm=1.41
export IMPL_path_clk_slew_ps=60
export IMPL_dp_cells=127
export IMPL_yosysCellCount=54
export IMPL_syn2layout_area_growth_pct=47.5
export IMPL_ys_warnings_count=1
export IMPL_antenna_found_initial=0
export IMPL_tool_warnings=25
export IMPL_worstSetupStartpointType="register"
export IMPL_cp_max_fo=6
export IMPL_cts_tree="yes"
export IMPL_logic_area_um2=241
export IMPL_vias_per_cell=3.35
[worst max-delay path, stage by stage, from the launching register on]
cell and delay [ps]:
dfrtp_1 450, and2_1 170, clkdlybuf4s50_1 470
[per-stage QoR]
step           instance area, µm²  hold slack (ps)  power (mW)  worst slack (ps)  utilization (%)
2_1_floorplan                 637              261       0.546               748                -
3_3_place_gp                  893              445       0.723               290             19.2
3_5_place_dp                  893              448       0.730               292             19.2
4_1_cts                       938              460       0.996              18.9             20.1
5_1_grt                       940              487        1.05              26.6             20.2
6_report                      940              457       0.982               108             20.2
[sequential cells by signal (all words and copies together), names as in the netlist]
name and count:
state 7, PW 8
[Yosys cell counts]
master   instances  area share (%)
a21o_1           1             1.2
and2_1          11              11
and3_1           1            0.98
buf_6            1             1.8
conb_1           1            0.59
dfrtp_1         14              55
dfstp_2          1             4.1
ha_1             1             2.0
inv_1            2             1.2
mux2_2           1             1.8
nand2_1          3             1.8
nand4_1          2             2.0
nand4_2          1             2.0
nor2_1           5             2.9
nor3_2           1             1.6
o21ai_0          1            0.79
xnor2_1          4             5.5
xor2_1           3             4.1
[power breakdown]
part,leakage [nW],switching [mW],internal (mW)
sequential,0.186,0.0905,0.398
clock,0.0228,0.107,0.156
combinational,0.191,0.0560,0.174
total,0.401,0.254,0.728
[final timing paths]
path | depth (start not counted) | endpoint | slack [ps] | from
max reg2reg | 3 | PW[7] | 640 | state[3]
min in group asynchronous | 2 | PW[7] | 480 | reset
min reg2reg | 1 | state[1] | 460 | state[6]
max | 2 | Dout[2] | 110 | PW[2]
max in group asynchronous | 2 | state[2] | 920 | reset
min | 1 | state[1] | 460 | state[6]
[area by class of cell]
type	instances	share of cell area (%)
Sequential cell	15	40.2
Multi-Input combinational cell	36	25.7
Timing Repair Buffer	20	21.3
Tap cell	54	7.19
Clock buffer	4	4.79
Inverter	2	0.799
[per-layer routing]
metal	up-vias	wire length [µm]	share of wire [%]
li1	217	-	-
met1	201	570	40
met3	0	281	20
met4	0	0	0
met5	-	0	0
met2	21	557	40
[cells by family after synthesis]
kind of cell,count (synthesis),synth area share (%)
muxes,1,1.77
and+or+nand+nor,24,22.0
DFF,15,59.1
other,1,0.589
AOI/OAI and AO/OA,2,1.96
adders and majority gates,1,1.96
xor gates and xnor gates,7,9.63
buffers and inverters,3,2.95
[timing repair]
item | 4_1_cts | 5_1_grt
endpoints found under the setup margin | 0 | 9
gates resized | 0 | 1
hold buffers | 0 | 0
Power figures rest on the tool's default switching activity, not on a simulated workload.
