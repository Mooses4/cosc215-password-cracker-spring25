$ cat /design/flow/config.mk
export PLATFORM = sky130hd
export DESIGN_NAME = layer2
export DESIGN_NICKNAME = layer2
export VERILOG_FILES = /design/flow/design.v
export SDC_FILE = /design/flow/constraint.sdc
export NUM_CORES = 4
export LEC_CHECK = 1
export CORE_AREA = 10 10 93 93
export DIE_AREA = 0 0 103 103
$ cat /design/flow/constraint.sdc
current_design layer2

set clk_period 4.2
set clk_io_pct 0.2

create_clock -name clk0 -period $clk_period [get_ports {clk}]

set non_clock_inputs [all_inputs -no_clocks]
set_input_delay [expr $clk_period * $clk_io_pct] -clock clk0 $non_clock_inputs
set_output_delay [expr $clk_period * $clk_io_pct] -clock clk0 [all_outputs]
$ cat /design/flow/design.v
module layer2(
    input clk,
    input goL3,                
    input doneL1,              
    input goL1,                
    input [15:0] passcode,     
    output reg rq8,            
    output reg Dout,           
    output reg done            
);
    reg [15:0] D;              
    reg [3:0] count;           
    reg [2:0] state;
    parameter S0 = 3'd0,   
              S1 = 3'd1,   
              S2 = 3'd2,   
              S3 = 3'd3,   
              S4 = 3'd4,   
              S5 = 3'd5,   
              S6 = 3'd6,   
              S7 = 3'd7;   
    always @(posedge clk) begin
        case (state)
            S0: begin
                if (goL3)
                    state <= S1;
            end
            S1: begin
                D <= passcode;
                count <= 0;
                done <= 0;
                state <= S2;
            end
            S2: begin
                if (doneL1)
                    state <= S3;
            end
            S3: begin
                if (goL1)
                    state <= S4;
            end
            S4: begin
                Dout <= D[15];
                rq8 <= 1;
                state <= S5;
            end
            S5: begin
                if (doneL1) begin
                    rq8 <= 0;
                    D <= D << 1;
                    count <= count + 1;
                    state <= S6;
                end
            end
            S6: begin
                if (count == 4'd15)
                    state <= S7;
                else
                    state <= S2;
            end
            S7: begin
                done <= 1;
            end
        endcase
    end
    initial begin
        rq8 = 0;
        Dout = 0;
        done = 0;
        count = 0;
        D = 0;
        state = S0;
    end
endmodule
$ cat /design/flow/run.sh
#!/bin/bash
# OpenROAD 26Q1-2900-gdf79404cd8, Yosys 0.63+post, stock flow scripts
make -C /OpenROAD-flow-scripts/flow DESIGN_CONFIG=/design/flow/config.mk WORK_HOME=/design/flow/orfs finish
==> flow_summary.yaml <==
# synthesis and place-and-route metrics
run_status:
  status: "complete, no violations"
hold_path:
  hp-class: "flop to flop"
route:
  drt.antenna.violating_nets: 0
  vias_per_cell: 3.61
  drt-met1-wl_um: 869
  drc: 0
  dr_wl_met2_um: 884
  dr.pass1.iters: 2
  wl_um: 2020
  drt-initial-drc-count: 38
  route.top_layer_used: "met4"
  met3WireLength_um: 256
  wl_per_cell_um: 11.2
  vias: 649
  antenna_cells: 0
floorplan:
  fp_util: 0.185
  pin_count: 23
  fp.coreArea_sq_um: 6760
  fp.dieW_um: 103
  fp.dieH_um: 103
  die_area_sq_um: 10600
  fp-row-count: 30
final_timing:
  finalHoldViolCount: 0
  fin_tns_setup_ns: 0
  period_used_share: 0.475
  drv_slew: 0
  fin_crit_ns: 2.00
  setup_violations: 0
  skew_ns: 0.000611
  tightest_slew_ns: 0.439
  grt_setup_unrepaired: "false"
  worst_hold_slack_ns: 0.425
  finalWorstSetupSlack_ns: 2.20
  slew-limit-headroom: 0.700
  fmax_ghz: 0.501
pwr:
  power_w: 0.000916
  p_clk_frac: 0.146
  leakagePower_nw: 0.600
  power_switching_w: 0.000265
  ir_drop_mv: 0.183
  p_int_w: 0.000651
  seq_power_share: 0.542
  p_comb_frac: 0.312
  p_per_area_nw_per_um2: 576
  switching_share: 0.289
clock_network:
  ctsResizeCount: 0
  clk_latency_ns: 0.26
  clock_path_buffers: 2
  cts_tree: "done"
  cts_made_buffers: 3
  cts_root_buf: "clkbuf_8"
  post-cts-setup-buffers: 0
  hold_buffers: 0
  htreeDepth: 1
  clock_sinks: 26
  path_clk_slew_ns: 0.08
critical_path:
  arrival_ns: 1.98
  end_kind: "flop"
  worstPathMaxFanout: 3
  startpoint_type: "input port"
  cp.required_ns: 4.19
  critPathKind: "input port to flop"
final_layout:
  area_delta_synth_final_pct: 27.4
  fill_cells: 699
  drive_above_1_share: 0.220
yosys:
  yosysSeqAreaShare: 0.625
  synth_async_sr_flop_share: 0
  edf_count: 26
  ys_cells: 78
  topCellsByArea: "edfxtp_1 (63%), mux2_4 (17%), buf_6 (1.8%)"
  synth.cells.most_frequent: "edfxtp_1 (26), mux2_4 (14), nor2_1 (6)"
  top_cell_area_share: 0.625
  ys_area_sq_um: 1250
  synth_flops: 26
  top_area_cell: "edfxtp_1"
  synthFlopType: "edfxtp_1"
  yosysWarnings: 1
  avgSynthCellArea_sq_um: 16.0
  ys_types: 25
  top_cell: "edfxtp_1"
  syn_inst: 78
  synth_area_sq_um: 1250
global_route:
  antenna_found_initial: 0
  grt_max_degree: 22
  grt_util_all_layers: 0.0406
  grt_pass1_wl_um: 3330
  grt_pass1_vias: 662
  grt.overflow.total: 0
placed_design:
  dp_hpwl_um: 1470
  dp_slack_ns: 1.94
  gp_congestion: 0.690
  placement.io_buffers: 22
job:
  log.warning_count: 25
  max_cap_viol_count: 0
==> critical path, stage by stage <==
cell and delay (ns):
clkdlybuf4s50_1 0.40, nor2b_1 0.12, a2111oi_0 0.45, a211oi_1 0.16
==> area by class of cell <==
cell class	instances	area, sq um	share of cell area
inverters	3	11.3	0.00708
flip-flops and latches	26	781	0.491
repair buffers	23	228	0.143
multi-input cells	45	429	0.270
clock buffers	3	41.3	0.0260
well taps	80	100	0.0629
==> metrics by stage <==
step,cell area [sq um],utilization,cells
5_1_grt,1590,0.235,180
4_1_cts,1590,0.235,180
3_5_place_dp,1550,0.229,177
2_1_floorplan,1250,-,78
3_3_place_gp,1550,0.229,177
6_report,1590,0.235,180
==> metal layers <==
layer / GRT usage / vias up
li1: - / 333
met1: 0.0561 / 297
met2: 0.0561 / 17
met3: 0.0251 / 2
met4: 0.00214 / 0
met5: 0 / -
==> power groups by stage <==
stage	Clock, W	Combinational, W	Sequential (W)
after CTS	0.000139	0.000292	0.000497
final	0.000134	0.000285	0.000497
after global routing	0.000148	0.000319	0.000514
==> layout by cell type, fill, tap and decap left out, types with 2 or more instances in the layout <==
cell	n
edfxtp_1	26
clkdlybuf4s50_1	22
mux2_4	14
nor2_1	6
a21oi_1	3
inv_1	3
clkbuf_8	3
nand3_1	2
xor2_1	2
nand2_1	2
==> flip-flops by register name, summed over array words and instances (netlist names) <==
register and count:
rq8 1, D 16, done 1, Dout 1
count 4, state 3
==> final timing paths <==
path	startpoint	end	slack, ns	cells after the start
worst min-delay path	D[15]	Dout	0.42	0
worst max register to register	state[0]	D[2]	2.53	2
worst max-delay path	goL3	state[1]	2.20	4
worst min register to register	D[15]	Dout	0.42	0
==> logic make-up (layout without fill, tap and decap cells) <==
logic type / after synthesis / after routing / synth area share
fa+ha+maj: 1 / 1 / 0.0100
simple gates: 19 / 19 / 0.0952
flops: 26 / 26 / 0.625
buf+inv: 7 / 29 / 0.0351
compound gates: 7 / 7 / 0.0361
xor+xnor: 3 / 3 / 0.0210
mux: 15 / 15 / 0.177
Power figures rest on the tool's default switching activity, not on a simulated workload.
